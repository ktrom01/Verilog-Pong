==> flow/design.v <==
`timescale 1ns / 1ps
module memory_control(
    input clk,
    input [31:0] M_AXI_DP_AWADDR,
    input [31:0] M_AXI_DP_ARADDR,
    input [31:0] M_AXI_DP_WDATA,
    input [15:0] FRdata,
    input [7:0] SRdata,
    input M_AXI_DP_AWVALID, 
    input M_AXI_DP_ARVALID, 
    input M_AXI_DP_WVALID,  
    input M_AXI_DP_RVALID,  
    output reg [31:0] M_AXI_DP_RDATA, 
    output CE, CE1, 
    output reg OE, OE1,
    output reg WE, WE1,
    output reg [15:0]Faddr,
    output reg [14:0]Saddr,
    output [15:0] FWdata,
    output [7:0] SWdata
    );
    assign FWdata = M_AXI_DP_WDATA[31:16]; 
    assign SWdata = M_AXI_DP_WDATA[13:0];  
    assign CE = 0; 
    assign CE1 = 0; 
    always@* begin 
        if(M_AXI_DP_RVALID) 
            Saddr = M_AXI_DP_ARADDR[13:0];
        else if(M_AXI_DP_WVALID)
            Saddr = M_AXI_DP_AWADDR[13:0];
        else 
            Saddr = 0;
        if(M_AXI_DP_ARVALID) 
            Faddr = M_AXI_DP_ARADDR[31:16];
        else if(M_AXI_DP_AWVALID)
            Faddr = M_AXI_DP_AWADDR[31:16];
        else 
            Faddr = 0;
    end 
    always@(posedge clk)begin
        M_AXI_DP_RDATA[31:24] <= 8'h00; 
        if(M_AXI_DP_RVALID)begin 
            OE1 <= 0; 
            WE1 <= 1; 
            M_AXI_DP_RDATA[7:0] <= SRdata;
        end
        else if(M_AXI_DP_WVALID)begin
            OE1 <= 0; 
            WE1 <= 0; 
        end
        else 
            OE1 <= 1;
        if(M_AXI_DP_ARVALID)begin 
            OE <= 0; 
            WE <= 1; 
            M_AXI_DP_RDATA[23:8] <= FRdata;
        end
        else if(M_AXI_DP_AWVALID)begin
            OE <= 0; 
            WE <= 0; 
        end
        else 
            OE <= 1;
    end
endmodule
==> flow/run.sh <==
#!/bin/bash
# OpenROAD 26Q1-2900-gdf79404cd8, Yosys 0.63+post, stock flow scripts
make -C /OpenROAD-flow-scripts/flow DESIGN_CONFIG=/design/flow/config.mk WORK_HOME=/design/flow/orfs finish
==> flow/config.mk <==
export PLATFORM = sky130hd
export DESIGN_NAME = memory_control
export DESIGN_NICKNAME = memory_control
export VERILOG_FILES = /design/flow/design.v
export SDC_FILE = /design/flow/constraint.sdc
export NUM_CORES = 4
export LEC_CHECK = 1
export CORE_AREA = 10 10 92 92
export DIE_AREA = 0 0 102 102
==> flow/constraint.sdc <==
current_design memory_control

set clk_period 2.1
set clk_io_pct 0.2

create_clock -name clk0 -period $clk_period [get_ports {clk}]

set non_clock_inputs [all_inputs -no_clocks]
set_input_delay [expr $clk_period * $clk_io_pct] -clock clk0 $non_clock_inputs
set_output_delay [expr $clk_period * $clk_io_pct] -clock clk0 [all_outputs]
==> notes.md <==
flow finished, numbers: total number of vias=1283, core area=approximately 6500 um^2, Crit Path Class=in2out, clock share of power=between 20% and 30%, initial antenna violation count=1, vias in the first global route=between 1000 and 1500, CTS clock-pin slew for the worst setup and hold paths=roughly 0.090 ns, yosys aoi share=between 10% and 20%, dpl hpwl=between 4000 and 5000 um, Min Hold Slack=0.4614 ns, Int Pwr=about 1.1 mW, Top logic family=buffers and inverters, fin crit share=just under 100%, switching pwr=around 0.24 mW, row count=29, drt pass-1 iters=3, antenna violation net count after detailed routing=0, stage-log warning count=37, final hold vios=0, yosys stat area=roughly 1500 um^2, Worst R2R Setup Slack=between 1.5 and 2 ns, status=finished clean, HP Class=reg2reg, setup violators final=0, Lkg Pwr=about 1.2 nW, gate count after technology mapping=around 110, total routed wirelength=about 5500 um, startpoint types=input pin, ys cells=around 110, DP Worst Slack=-0.1608 ns, Root Buffer=clkbuf_8, CTS tree=done, FP Core Util=between 20% and 30%, Worst EP arrival=around 1.6 ns, chip height=approximately 100 um, I/O Buffers=around 150, Pins Over Slew Limit=0, Setup crit end kind=output pin, Post-Route Setup TNS=0 ns, die area=around 10000 um^2, Longest Clk Path Bufs=2, Antenna Cells=0, Final Skew=0 ns, Placed Cells=313, Ys Warns=1, final std cells w/o fill=~320, xor+xnor area frac=0%, final setup slack of the worst path=0.03882 ns, Critical Path RT=around 1.7 ns, VDD IR-drop max=around 0.22 mV, DR iter-0 viols=30, vias per cell=about 4, syn avg cell area=between 10 and 15 um^2, Registers, synthesis=28, Seq pwr share=48.4%, Net Sw Frac=about 18%, layout cells sized above 1=between 10% and 20%, Core Util, Final=45.76%, Simple-Gate Fraction of Synth Area=3.407%, Final Critical Period=around 2.1 ns, Netlist cell types=14, critical-path maximum fanout=7, Area Overhead vs Synth=101.2%, H-tree depth=1, clk sink count=28, WL/cell=17.31 um, largest net degree at the start of global routing=17, power per cell area=461.2 nW/um^2, IO Count=about 220, Cell Area, Synth=between 1000 and 1500 um^2, die width=102 um, worst skew pair latency=0.26 ns, fmax=0.4852 GHz, global-route wire length before repair=slightly below 8000 um, Residual DRC=0, placer congestion estimate=about 0.74, Overall Global Routing Usage=9.780%, # hold bufs at CTS=0, Comb pwr share=a little under a third, Mux area share=0%, Inserted Clock Buffers=3, fa+ha+maj area frac=0%, GRT overflow=0, MaxCap Viol Count=0, Seq share, synth=approximately 55%
## registers in the layout, indices dropped and copies added (netlist names)
register	flops
M_AXI_DP_RDATA	24
OE1	1
WE	1
OE	1
WE1	1
## kinds of logic after synthesis
logic type | count (synthesis)
and+or+nand+nor | 8
other | 1
AOI/OAI and AO/OA | 32
buffers and inverters | 43
DFF | 28
## placed cells by master (no fill, tap or decap), drive strengths merged, types with 2 or more instances in the layout
master and instances:
nor2b 2, clkdlybuf4s15 2, dfxtp 4, nand2 4, clkdlybuf4s50 141, nor2 2, o21ai 2, clkbuf 3
inv 2, a22o 28, edfxtp 24, a21o 2, buf 11, dlygate4sd2 2, conb 11
## cells in the mapped netlist, drive strengths merged
master	instances	area (um^2)
nor2b	2	27.53
dfxtp	4	80.08
edfxtp	24	720.7
a22o	28	257.8
buf	41	324.1
inv	2	7.510
o21ai	2	10.01
conb	1	3.750
a21o	2	15.01
nor2	2	7.510
nand2	4	15.01
## metrics by stage
step / instance area (um^2) / total power, mW
6_report: 2955 / 1.363
5_1_grt: 2955 / 1.433
4_1_cts: 2945 / 1.382
3_5_place_dp: 2833 / 1.092
3_3_place_gp: 2833 / 1.092
2_1_floorplan: 1506 / 0.7673
## routing by layer
metal  wire length (um)  track usage [%]  part of all wire [%]  vias to the layer above
met5                  0                0                     0                        -
met4                 19           0.8677                  0.34                        0
met3                627            4.294                    11                        4
met2               2898            17.23                    52                       75
li1                   -                -                     -                      630
met1               1993            11.18                    36                      574
## final cells by class
type | count | area [um^2]
Fill cell | 589 | 3503
Clock inverter | 1 | 3.754
Inverter | 2 | 7.507
Tap cell | 77 | 96.34
Sequential cell | 28 | 800.8
Clock buffer | 3 | 41.29
Multi-Input combinational cell | 51 | 374.1
Timing Repair Buffer | 158 | 1632
## worst max-delay path, cell delays in order
cell	delay [ns]
dlygate4sd2_1	0.24
nor2b_4	0.13
buf_4	0.13
buf_12	0.12
a22o_1	0.19
clkdlybuf4s50_1	0.41
## worst paths after layout
check	startpoint	to	cells after the start
hold reg to reg	WE1	WE1	1
hold / removal	WE1	WE1	1
setup / recovery	M_AXI_DP_WVALID	Saddr[3]	6
setup reg to reg	WE	WE	1
## power groups by stage
| stage | Clock (mW) | Combinational (mW) | Sequential (mW) |
|---|---|---|---|
| 4_1_cts | 0.286 | 0.436 | 0.660 |
| 5_1_grt | 0.308 | 0.460 | 0.665 |
| 6_report | 0.275 | 0.429 | 0.659 |
## repair_timing
item	4_1_cts	5_1_grt
setup endpoints to repair	30	6
gates resized	11	1
pin swaps	1	0
setup buffers	0	1
cloned	2	0
Power is estimated from default activity; no workload was simulated.
